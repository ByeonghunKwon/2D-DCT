### flow/config.mk
export PLATFORM = sky130hd
export DESIGN_NAME = TPmem_new
export DESIGN_NICKNAME = TPmem_new
export VERILOG_FILES = /design/flow/design.v
export SDC_FILE = /design/flow/constraint.sdc
export NUM_CORES = 4
export LEC_CHECK = 1
export CORE_UTILIZATION = 40
### flow/constraint.sdc
current_design TPmem_new

set clk_period 20.1
set clk_io_pct 0.2

create_clock -name clk0 -period $clk_period [get_ports {i_clk}]

set non_clock_inputs [all_inputs -no_clocks]
set_input_delay [expr $clk_period * $clk_io_pct] -clock clk0 $non_clock_inputs
set_output_delay [expr $clk_period * $clk_io_pct] -clock clk0 [all_outputs]
### flow/design.v
module TPmem_11b
#( parameter BW = 11 )
(  input [8*BW-1:0]  i_data,
   input 	   i_clk,
   input	   i_Reset,
   output reg [8*BW-1:0] o_data,
   output reg	   o_en
);
reg [4-1:0]  counter ;
reg [8*BW-1:0] array [6-1:0];   
reg [6*BW-1:0] array_6_;        
reg [6*BW-1:0] array_7_;
wire [8*BW-1:0] col [8-1:0];
wire [8*BW-1:0] row [8-1:0];
wire [3-1:0] index = counter[3-1:0] ;
reg [8*BW-1:0] w_data;
always@(posedge i_clk) begin
    if(~i_Reset) begin
    counter <= 4'b0;
    o_data <= {BW{8'b0}};
    o_en <= 1'b0; 
    end
    else    begin
	o_data <= w_data ;
	o_en <= 1'b1 ;
    counter <= counter + 4'b1;
    end
end
integer i;
always@(posedge i_clk) begin
    if(~i_Reset) begin
	array_7_ <= {66'd0};
	array_6_ <= {66'd0};
	array[5] <= {11{8'b0}};
	array[4] <= {11{8'b0}};
	array[3] <= {11{8'b0}};
	array[2] <= {11{8'b0}};
	array[1] <= {11{8'b0}};
	array[0] <= {11{8'b0}};
    end
    else    begin
        if(counter[3] == 0) begin
            case (index)
                3'd0: array[index] <= i_data ;
                3'd1: array[index] <= i_data ;
                3'd2: array[index] <= i_data ;
                3'd3: array[index] <= i_data ;
                3'd4: array[index] <= i_data ;
                3'd5: array[index] <= i_data ;
                3'd6: array_6_ <= i_data[88-1:22] ;
                3'd7: array_7_ <= i_data[88-1:22] ;
            endcase
        end
        else if (counter[3] == 1) begin
            for (i = 0; i < 6; i = i + 1) begin
                array[i][(8-index)*BW - 1 -: BW] <= i_data[(8 - i)*BW - 1 -: BW];
            end               
            case (index)
                3'd0: begin array_6_[(6-index)*BW -1 -: BW] <= i_data[2*BW-1:1*BW] ; 
                            array_7_[(6-index)*BW -1 -: BW] <= i_data[1*BW-1:0*BW] ;
                end
                3'd1: begin array_6_[(6-index)*BW -1 -: BW] <= i_data[2*BW-1:1*BW] ; 
                            array_7_[(6-index)*BW -1 -: BW] <= i_data[1*BW-1:0*BW] ;
                end
                3'd2: begin array_6_[(6-index)*BW -1 -: BW] <= i_data[2*BW-1:1*BW] ; 
                            array_7_[(6-index)*BW -1 -: BW] <= i_data[1*BW-1:0*BW] ;
                end
                3'd3: begin array_6_[(6-index)*BW -1 -: BW] <= i_data[2*BW-1:1*BW] ; 
                            array_7_[(6-index)*BW -1 -: BW] <= i_data[1*BW-1:0*BW] ;
                end
                3'd4: begin array_6_[(6-index)*BW -1 -: BW] <= i_data[2*BW-1:1*BW] ; 
                            array_7_[(6-index)*BW -1 -: BW] <= i_data[1*BW-1:0*BW] ;
                end
                3'd5: begin array_6_[(6-index)*BW -1 -: BW] <= i_data[2*BW-1:1*BW] ; 
                            array_7_[(6-index)*BW -1 -: BW] <= i_data[1*BW-1:0*BW] ;
                end
            endcase
            end
        end
    end
assign col[0] = {{array[0][8*BW-1:7*BW]},{array[1][8*BW-1:7*BW]},{array[2][8*BW-1:7*BW]},{array[3][8*BW-1:7*BW]},{array[4][8*BW-1:7*BW]},{array[5][8*BW-1:7*BW]},{array_6_[6*BW-1:5*BW]},{array_7_[6*BW-1:5*BW]}} ; 
assign col[1] = {{array[0][7*BW-1:6*BW]},{array[1][7*BW-1:6*BW]},{array[2][7*BW-1:6*BW]},{array[3][7*BW-1:6*BW]},{array[4][7*BW-1:6*BW]},{array[5][7*BW-1:6*BW]},{array_6_[5*BW-1:4*BW]},{array_7_[5*BW-1:4*BW]}} ; 
assign col[2] = {{array[0][6*BW-1:5*BW]},{array[1][6*BW-1:5*BW]},{array[2][6*BW-1:5*BW]},{array[3][6*BW-1:5*BW]},{array[4][6*BW-1:5*BW]},{array[5][6*BW-1:5*BW]},{array_6_[4*BW-1:3*BW]},{array_7_[4*BW-1:3*BW]}} ; 
assign col[3] = {{array[0][5*BW-1:4*BW]},{array[1][5*BW-1:4*BW]},{array[2][5*BW-1:4*BW]},{array[3][5*BW-1:4*BW]},{array[4][5*BW-1:4*BW]},{array[5][5*BW-1:4*BW]},{array_6_[3*BW-1:2*BW]},{array_7_[3*BW-1:2*BW]}} ; 
assign col[4] = {{array[0][4*BW-1:3*BW]},{array[1][4*BW-1:3*BW]},{array[2][4*BW-1:3*BW]},{array[3][4*BW-1:3*BW]},{array[4][4*BW-1:3*BW]},{array[5][4*BW-1:3*BW]},{array_6_[2*BW-1:1*BW]},{array_7_[2*BW-1:1*BW]}} ; 
assign col[5] = {{array[0][3*BW-1:2*BW]},{array[1][3*BW-1:2*BW]},{array[2][3*BW-1:2*BW]},{array[3][3*BW-1:2*BW]},{array[4][3*BW-1:2*BW]},{array[5][3*BW-1:2*BW]},{array_6_[1*BW-1:0*BW]},{array_7_[1*BW-1:0*BW]}} ; 
assign col[6] = {{array[0][2*BW-1:1*BW]},{array[1][2*BW-1:1*BW]},{array[2][2*BW-1:1*BW]},{array[3][2*BW-1:1*BW]},{array[4][2*BW-1:1*BW]},{array[5][2*BW-1:1*BW]}, 22'd0} ; 
assign col[7] = {{array[0][1*BW-1:0*BW]},{array[1][1*BW-1:0*BW]},{array[2][1*BW-1:0*BW]},{array[3][1*BW-1:0*BW]},{array[4][1*BW-1:0*BW]},{array[5][1*BW-1:0*BW]}, 22'd0} ; 
assign row[0] = array[0]; 
assign row[1] = array[1]; 
assign row[2] = array[2]; 
assign row[3] = array[3]; 
assign row[4] = array[4]; 
assign row[5] = array[5]; 
assign row[6] = {array_6_, 22'd0}; 
assign row[7] = {array_7_, 22'd0}; 
always@(*) begin
    if(counter[3]==1'b1) begin
    w_data = col[index] ;
    end
    else    begin
    w_data = row[index];
    end
end
endmodule
module TPmem_12b
#( parameter BW = 12 )
(  input [8*BW-1:0]  i_data,
   input 	   i_clk,
   input	   i_Reset,
   output reg [8*BW-1:0] o_data,
   output reg	   o_en
);
reg [4-1:0]  counter ;
reg [6*BW-1:0] array [6-1:0];
wire [8*BW-1:0] col [8-1:0];
wire [8*BW-1:0] row [8-1:0];
wire [3-1:0] index = counter[3-1:0] ;
reg [8*BW-1:0] w_data;
always@(posedge i_clk) begin
    if(~i_Reset) begin
    counter <= 4'b0;
    o_data <= {BW{8'b0}};
    o_en <= 1'b0; 
    end
    else    begin
	o_data <= w_data ;
	o_en <= 1'b1 ;
    counter <= counter + 4'b1;
    end
end
integer i;
always@(posedge i_clk) begin
    if(~i_Reset) begin
	array[5] <= {BW{6'b0}};
	array[4] <= {BW{6'b0}};
	array[3] <= {BW{6'b0}};
	array[2] <= {BW{6'b0}};
	array[1] <= {BW{6'b0}};
	array[0] <= {BW{6'b0}};
    end
    else    begin
        if(counter[3] == 0) begin
            array[index] <= i_data[8*BW-1:2*BW] ;
        end
        else if (counter[3] == 1) begin
            for (i = 0; i < 6; i = i + 1) begin
                array[i][(6-index)*BW - 1 -: BW] <= i_data[(8 - i)*BW - 1 -: BW];
            end             
        end
    end
end
assign col[0] = {{array[0][6*BW-1:5*BW]},{array[1][6*BW-1:5*BW]},{array[2][6*BW-1:5*BW]},{array[3][6*BW-1:5*BW]},{array[4][6*BW-1:5*BW]},{array[5][6*BW-1:5*BW]}, 24'd0} ; 
assign col[1] = {{array[0][5*BW-1:4*BW]},{array[1][5*BW-1:4*BW]},{array[2][5*BW-1:4*BW]},{array[3][5*BW-1:4*BW]},{array[4][5*BW-1:4*BW]},{array[5][5*BW-1:4*BW]}, 24'd0} ; 
assign col[2] = {{array[0][4*BW-1:3*BW]},{array[1][4*BW-1:3*BW]},{array[2][4*BW-1:3*BW]},{array[3][4*BW-1:3*BW]},{array[4][4*BW-1:3*BW]},{array[5][4*BW-1:3*BW]}, 24'd0} ; 
assign col[3] = {{array[0][3*BW-1:2*BW]},{array[1][3*BW-1:2*BW]},{array[2][3*BW-1:2*BW]},{array[3][3*BW-1:2*BW]},{array[4][3*BW-1:2*BW]},{array[5][3*BW-1:2*BW]}, 24'd0} ; 
assign col[4] = {{array[0][2*BW-1:1*BW]},{array[1][2*BW-1:1*BW]},{array[2][2*BW-1:1*BW]},{array[3][2*BW-1:1*BW]},{array[4][2*BW-1:1*BW]},{array[5][2*BW-1:1*BW]}, 24'd0} ; 
assign col[5] = {{array[0][1*BW-1:0*BW]},{array[1][1*BW-1:0*BW]},{array[2][1*BW-1:0*BW]},{array[3][1*BW-1:0*BW]},{array[4][1*BW-1:0*BW]},{array[5][1*BW-1:0*BW]}, 24'd0} ; 
assign col[6] = 96'd0; 
assign col[7] = 96'd0; 
assign row[0] = {array[0], 24'd0}; 
assign row[1] = {array[1], 24'd0}; 
assign row[2] = {array[2], 24'd0}; 
assign row[3] = {array[3], 24'd0}; 
assign row[4] = {array[4], 24'd0}; 
assign row[5] = {array[5], 24'd0}; 
assign row[6] = 96'd0;
assign row[7] = 96'd0;
always@(*) begin
    if(counter[3]==1'b1) begin
    w_data = col[index] ;
    end
    else    begin
    w_data = row[index];
    end
end
endmodule
module TPmem_new
#( parameter BW = 8 )
(  input [8*BW-1:0]  i_data,
   input 	   i_clk,
   input	   i_Reset,
   output reg [8*BW-1:0] o_data,
   output reg	   o_en
);
reg [4-1:0]  counter ;
reg [8*BW-1:0] array [8-1:0];
wire [8*BW-1:0] col [8-1:0];
wire [8*BW-1:0] row [8-1:0];
wire [3-1:0] index = counter[3-1:0] ;
reg [8*BW-1:0] w_data;
always@(posedge i_clk) begin
    if(~i_Reset) begin
    counter <= 4'b0;
    o_data <= {BW{8'b0}};
    o_en <= 1'b0; 
    end
    else    begin
	o_data <= w_data ;
	o_en <= 1'b1 ;
    counter <= counter + 4'b1;
    end
end
integer i;
always@(posedge i_clk) begin
    if(~i_Reset) begin
	array[7] <= {BW{8'b0}};
	array[6] <= {BW{8'b0}};
	array[5] <= {BW{8'b0}};
	array[4] <= {BW{8'b0}};
	array[3] <= {BW{8'b0}};
	array[2] <= {BW{8'b0}};
	array[1] <= {BW{8'b0}};
	array[0] <= {BW{8'b0}};
    end
    else    begin
        if(counter[3] == 0) begin
            array[index] <= i_data ;
        end
        else if (counter[3] == 1) begin
            for (i = 0; i < 8; i = i + 1) begin
                array[i][(8-index)*BW - 1 -: BW] <= i_data[(8 - i)*BW - 1 -: BW];
            end             
        end
    end
end
assign col[0] = {{array[0][8*BW-1:7*BW]},{array[1][8*BW-1:7*BW]},{array[2][8*BW-1:7*BW]},{array[3][8*BW-1:7*BW]},{array[4][8*BW-1:7*BW]},{array[5][8*BW-1:7*BW]},{array[6][8*BW-1:7*BW]},{array[7][8*BW-1:7*BW]}} ; 
assign col[1] = {{array[0][7*BW-1:6*BW]},{array[1][7*BW-1:6*BW]},{array[2][7*BW-1:6*BW]},{array[3][7*BW-1:6*BW]},{array[4][7*BW-1:6*BW]},{array[5][7*BW-1:6*BW]},{array[6][7*BW-1:6*BW]},{array[7][7*BW-1:6*BW]}} ; 
assign col[2] = {{array[0][6*BW-1:5*BW]},{array[1][6*BW-1:5*BW]},{array[2][6*BW-1:5*BW]},{array[3][6*BW-1:5*BW]},{array[4][6*BW-1:5*BW]},{array[5][6*BW-1:5*BW]},{array[6][6*BW-1:5*BW]},{array[7][6*BW-1:5*BW]}} ; 
assign col[3] = {{array[0][5*BW-1:4*BW]},{array[1][5*BW-1:4*BW]},{array[2][5*BW-1:4*BW]},{array[3][5*BW-1:4*BW]},{array[4][5*BW-1:4*BW]},{array[5][5*BW-1:4*BW]},{array[6][5*BW-1:4*BW]},{array[7][5*BW-1:4*BW]}} ; 
assign col[4] = {{array[0][4*BW-1:3*BW]},{array[1][4*BW-1:3*BW]},{array[2][4*BW-1:3*BW]},{array[3][4*BW-1:3*BW]},{array[4][4*BW-1:3*BW]},{array[5][4*BW-1:3*BW]},{array[6][4*BW-1:3*BW]},{array[7][4*BW-1:3*BW]}} ; 
assign col[5] = {{array[0][3*BW-1:2*BW]},{array[1][3*BW-1:2*BW]},{array[2][3*BW-1:2*BW]},{array[3][3*BW-1:2*BW]},{array[4][3*BW-1:2*BW]},{array[5][3*BW-1:2*BW]},{array[6][3*BW-1:2*BW]},{array[7][3*BW-1:2*BW]}} ; 
assign col[6] = {{array[0][2*BW-1:1*BW]},{array[1][2*BW-1:1*BW]},{array[2][2*BW-1:1*BW]},{array[3][2*BW-1:1*BW]},{array[4][2*BW-1:1*BW]},{array[5][2*BW-1:1*BW]},{array[6][2*BW-1:1*BW]},{array[7][2*BW-1:1*BW]}} ; 
assign col[7] = {{array[0][1*BW-1:0*BW]},{array[1][1*BW-1:0*BW]},{array[2][1*BW-1:0*BW]},{array[3][1*BW-1:0*BW]},{array[4][1*BW-1:0*BW]},{array[5][1*BW-1:0*BW]},{array[6][1*BW-1:0*BW]},{array[7][1*BW-1:0*BW]}} ; 
assign row[0] = array[0]; 
assign row[1] = array[1]; 
assign row[2] = array[2]; 
assign row[3] = array[3]; 
assign row[4] = array[4]; 
assign row[5] = array[5]; 
assign row[6] = array[6]; 
assign row[7] = array[7]; 
always@(*) begin
    if(counter[3]==1'b1) begin
    w_data = col[index] ;
    end
    else    begin
    w_data = row[index];
    end
end
endmodule
### flow/run.sh
#!/bin/bash
# OpenROAD 26Q1-2900-gdf79404cd8, Yosys 0.63+post, stock flow scripts
make -C /OpenROAD-flow-scripts/flow DESIGN_CONFIG=/design/flow/config.mk WORK_HOME=/design/flow/orfs finish
==> results.txt <==
Physical implementation status

The run finished with clean final reports. According to the timing report, the critical path is launched from i_Reset. Final hold analysis gives a worst-case slack of 0.493 ns. The Yosys chip area stands at 29100 sq um.

The most frequently used library cell after synthesis is edfxtp_1. Per the synth stats, the flop cell with the highest instance count is edfxtp_1. Yosys reported that registers with async set or reset make up 0.

The multi-input gate area in the final layout stands at 11100 sq um. The post-synthesis xor/xnor area fraction stands at 0.00150. The number of port buffers stands at 130. Counting every instance in the synthesized netlist gives around 2400.

In this run, CTS created clock tree buffers numbering 66. In this run the static leakage power is 11.5 nW. The hold violation count in the final report stands at 0.

The worst setup path is launched from a primary input. The count of library flops with an enable pin stands at between 500 and 600. The detailed-route wire length on metal 1 stands at 47300 microns. Power spread over the standard cell area amounts to ~95 nW/um^2. The transition time at the pin with the least slew margin stands at 1.19 ns. The fraction of synthesized cell area taken by the top area cell type stands at 0.528. The count of state elements after synthesis stands at roughly 580. In the final report, the number of pins over their slew limit comes to 0. TritonCTS reports the number of clock sinks as 581. The clock transition at the registers of the reported paths stands at 0.06 ns. The total of cells resized after clock tree synthesis stands at 0. The number of unique standard cell types used by synthesis stands at 54. The wire length per cell after detailed routing stands at 42.9 microns. The worst VDD IR drop from the latest analysis is 0.0000668 V. The proportion of synthesized chip area in sequential cells stands at 0.575.

The simple-gate portion of the synthesized area stands at 0.0596. The required time of the critical path stands at 20.60 ns. The worst-case reg-to-reg path depth stands at 8. The capture point of the worst register-to-register path is recorded as o_data[14]. In this run the layout overhead on the synthesized area is reported as 15.4%.

The min-delay analysis places its worst path in the category reg2reg. The die covers roughly 74000 sq um. The count of hold-fix buffers inserted at cts stands at 0.

Of the post-synthesis cell area, the part taken by muxes is 0.0192. The floorplan-stage core utilization stands at 0.406. The insertion delay at the late pin of the worst-skew pair stands at roughly 0.63 ns.

After detailed routing, the met3 layer carries 26400 microns of wire. The critical path in the final layout is reported with a setup slack of roughly 14 ns. The count of nets left with antenna violations once routing finished came out at 0.

The all-layer global routing usage stands at 0.423. The largest fanout on the critical path stands at 31. The core region is 71700 sq um. The synthesized area per cell stands at 12.1 sq um. After layout, the minimum clock period comes to 6.53 ns. The final timing report counts setup violations totalling 0. The biggest area contributor in the post-synthesis netlist is edfxtp_1. The final-layout fill cell count stands at approximately 6200. The data arrival time at the worst-slack endpoint stands at roughly 7.0 ns.

The via count of the first global-routing pass stands at around 24000. The maximum number of pins on one net before global-route repair stands at 107. The top-level port count stands at 131. The critical path ends at array[5][23]. According to the floorplan report, the die height is 272 microns. The violation tally recorded at the end of detailed-routing iteration 0 is 2975. The number of maximum-capacitance violations stands at 0. The number of warnings in the stage logs stands at 32. Summed over all failing endpoints, the final setup total negative slack is 0 ns. The placement summary gives the final routability congestion estimate as 1.08. The worst setup skew after layout stands at 0.0258 ns. The met2 wire length stands at approximately 63000 microns. The worst setup path is captured at a flip-flop. The horizontal extent of the die stands at 272 microns. The first global-routing pass estimated between 150000 and 200000 microns of wire.

Summed over all nets, the half-perimeter wirelength after detailed placement is about 100000 microns. The and-or/or-and share of the synthesized area stands at 0.291. The yosys stat cell total stands at roughly 2400. The area taken by flip-flops and latches stands at 16800 sq um. The number of levels the H-tree was split into stands at 3. After synthesis the cells add up to 29100 sq um. The final routed DRC violation total stands at 0. The normalized max-slew margin stands at 0.196. For the worst reg-to-reg path, the startpoint reported by OpenROAD is counter[1]. The area share of fa/ha/maj cells after synthesis stands at 0.00344. The largest buffer count on any clock path stands at 3. In this run the register-to-register setup slack is 15.21 ns. Setup slack on the worst path after placement came out at 13.07 ns.

The detailed router placed 24500 vias in this run. The count of synthesis-stage warnings from yosys stands at 1. The final period utilization stands at 0.325. The routed wire length stands at 148000 microns.

Signal routing reaches up to met5. Setup repair after global routing left no endpoint under its margin. Per the GRT congestion report, total overflow comes to 0. Based on the critical path, the design can be clocked at up to 153 MHz. The average via count per standard cell stands at between 7 and 8.

The placement row count stands at 98. The number of buffers added for setup after CTS stands at 0. The critical path is of the in2reg type. For reference, the top cells by area after synthesis are edfxtp_1 (53%), a22o_1 (14%), dfxtp_1 (4.7%). The share of layout cells above drive strength 1 stands at 0.121. The number of detailed-route iterations in the first pass stands at 11.

In this run the clock root is driven by a clkbuf_16. Yosys reports that the most numerous cell types are edfxtp_1 (512), a22o_1 (453), nand2_1 (191). The number of antenna violations at the first check in global routing is 6.

Among the non-sequential cells, AND-OR/OR-AND gates take the most area. TritonCTS built the clock tree.
-- power by group --
part	total (mW)	switching (mW)	leakage (nW)	internal, mW
logic	0.483	0.344	4.57	0.139
clock network	1.25	0.521	1.07	0.728
registers	1.46	0.0566	5.90	1.40
-- state kept, by name, indices dropped and copies added (netlist names) --
register and count:
array 512, o_data 64, counter 4, o_en 1
-- worst max-delay path: stages --
cell	delay, ns
clkdlybuf4s50_1	0.46
buf_4	0.34
inv_2	0.37
nor4_4	0.37
buf_4	0.44
buf_4	0.47
nand2b_1	0.29
and2_1	0.17
-- kinds of logic (layout without fill, tap and decap cells) --
group / count (synthesis) / count (layout)
AND-OR/OR-AND: 1088 / 1088
flip-flops: 581 / 581
AND/OR/NAND/NOR: 362 / 362
buffers and inverters: 316 / 393
multiplexers: 53 / 53
adder cells (fa/ha/maj): 8 / 8
XOR/XNOR: 5 / 5
other: 0 / 3
-- per-stage QoR --
stage	instances	area, sq um	power, mW	utilization
global placement	3321	31400	1.94	0.438
global route	3443	33600	3.25	0.469
finish	3443	33600	3.19	0.469
floorplan	2413	29100	1.66	-
detailed placement	3321	31400	1.94	0.438
CTS	3440	33600	3.17	0.469
-- final cells by class --
type                            count  area share
Sequential cell                   581       0.498
Multi-Input combinational cell   1516       0.331
Timing Repair Buffer              266      0.0694
Clock buffer                       85      0.0536
Tap cell                          950      0.0353
Clock inverter                     34      0.0115
Inverter                            8    0.000967
Antenna cell                        3    0.000223
-- worst min-delay path by stage --
stage | startpoint | endpoint | slack, ns | depth (start not counted)
CTS | array[0][60] | o_data[60] | 0.49 | 2
global route | array[0][63] | o_data[63] | 0.54 | 2
finish | array[0][60] | o_data[60] | 0.49 | 2
-- layer usage --
metal	global-route usage	up-vias
met1	0.481	12100
met5	0.101	-
met2	0.588	2052
met4	0.206	20
met3	0.310	425
li1	-	9944
-- placed cells by master (no fill, tap or decap), types with 6 or more instances in the layout --
master           count
o221ai_1            10
nand3_1             28
a21oi_1             38
dfxtp_1             67
nand2_1            190
a211oi_1            75
clkbuf_1            12
edfxtp_1           512
a22oi_1            138
a222oi_1            92
a22o_1             453
clkinv_2            10
clkdlybuf4s50_1    130
clkinv_1             8
clkbuf_16           67
bufinv_16            7
o21ai_0            170
o22ai_1             38
clkbuf_8             6
buf_4              135
mux2i_1             30
o21a_1               9
mux2_2              23
and2_1              66
nand4_1             11
nor3_1               7
a221oi_1            48
nor2_1              17
Power figures rest on the tool's default switching activity, not on a simulated workload.
